### flow/design.v
module fourtwo16(W,En,F);
input [3:0]W;
input En;
output [0:15]F;
wire [0:3]c;
dec2to4 stage0(W[3:2],En,c);
dec2to4 stage1(W[1:0],~c[0],F[0:3]);
dec2to4 stage2(W[1:0],~c[1],F[4:7]);
dec2to4 stage3(W[1:0],~c[2],F[8:11]);
dec2to4 stage4(W[1:0],~c[3],F[12:15]);
endmodule
module dec2to4(w,e,f);
  input [1:0]w;
  input e;
  output [0:3]f;
  reg [0:3]f;
  always @(w or e)
  begin 
    if(e==0)
      f=4'b1111;
  else
    begin
    case(w)
      0:f=4'b0111;
      1:f=4'b1011;
      2:f=4'b1101;
      3:f=4'b1110;
    endcase
    end
  end
endmodule
### flow/config.mk
export PLATFORM = sky130hd
export DESIGN_NAME = fourtwo16
export DESIGN_NICKNAME = fourtwo16
export VERILOG_FILES = /design/flow/design.v
export SDC_FILE = /design/flow/constraint.sdc
export NUM_CORES = 4
export LEC_CHECK = 1
export CORE_AREA = 10 10 70 70
export DIE_AREA = 0 0 80 80
### flow/run.sh
#!/bin/bash
# OpenROAD 26Q1-2900-gdf79404cd8, Yosys 0.63+post, stock flow scripts
make -C /OpenROAD-flow-scripts/flow DESIGN_CONFIG=/design/flow/config.mk WORK_HOME=/design/flow/orfs finish
### flow/constraint.sdc
current_design fourtwo16

set clk_period 1.1
set clk_io_pct 0.2

create_clock -name clk0 -period $clk_period

set non_clock_inputs [all_inputs -no_clocks]
set_input_delay [expr $clk_period * $clk_io_pct] -clock clk0 $non_clock_inputs
set_output_delay [expr $clk_period * $clk_io_pct] -clock clk0 [all_outputs]
==> impl_metrics.tcl <==
# implementation run metrics
set metrics [dict create \
    status "finished with violations" \
    violations "negative setup slack" \
    cp.depth 5 \
    gp_congestion 0.740 \
    tool_warnings 34 \
    slew_headroom 0.865 \
    grt_max_degree 6 \
    hold_depth 4 \
    dp.cells 91 \
    p_per_area_nw_per_um2 241 \
    syn_to_final_growth_pct 309 \
    ys_top_cells_by_area "nand2_1 36%, nand3_1 16%, and3b_1 14%, nor3b_2 10%, and2b_4 8.1%" \
    crit_required_ps 880 \
    ys_cells 23 \
    layoutNonFillerInstCount 103 \
    worst-path-buf-inv 3 \
    tightest_slew_ps 203 \
    die_area_um2 6400 \
    routed_via_density 2.89 \
    synth_area_per_cell_um2 5.39 \
    worst_setup_path_end_kind "output port" \
    rows 21 \
    rsz0062_at_grt "true" \
    cpLargestDelayFamily "buffers and inverters" \
    netlist_area_um2 124 \
    cpMaxStageDelayCell "nor3b_4" \
    slew_violations 0 \
    fin_ws_ps -3.14 \
    flop-count 0 \
    syn_inst 23 \
    grt_pass1_wl_um 1510 \
    core_util_floorplan 0.0363 \
    setup_viol 1 \
    max_stage_delay_ps 230 \
    ys_area_um2 124 \
    final_area_um2 507 \
    fp.dieH_um 80 \
    antenna_found_initial 0 \
    placed_area_um2 399 \
    drtIter0Drc 19 \
    crit_path_max_fanout 4 \
    core_um2 3420 \
    synth_warnings 1 \
    crit_arrival_ps 880 \
    hold_viol 0 \
    n_clock_buffer 0 \
    layout_min_cycle_time_ps 1100 \
    track_usage 0.0284 \
    p_leak_nw 0.202 \
    grt_pass1_vias 302 \
    min_from "W[1]" \
    maxClockFrequency_mhz 907 \
    crit_chain "buf_8 -> nor3b_4 -> buf_4 -> nand3_2 -> buf_2" \
    drc 0 \
    start_kind "primary input" \
    worstSetupPathType "in -> out" \
    regArea_um2 0 \
    diodes 0 \
    ys_types 8 \
    cp-startpoint "W[3]" \
    cp-endpoint "F[3]" \
    yosysTopAreaCell "nand2_1" \
    post_drt_wl_per_cell_um 10.3 \
    die-width_um 80 \
    ant_nets 0 \
    grt-ovfl-total 0 \
    drive_gt1_frac 0.754 \
    drv_cap 0 \
    fin_crit_sh 1.00 \
    hpwl_um 717 \
    postRouteWirelength_um 1060 \
    firstDrtPassIters 4 \
    ys_seq_frac 0 \
    via_count 298 \
    portBuffers 21 \
    top_area_frac 0.364 \
    boundaryPins 21 \
    min_path_type "in -> out" \
    vdd_drop_max_uv 34.9 \
]
-- timing repair --
item                                    in CTS  in global routing
setup buffers                               13                  1
pin swaps                                   10                  6
hold buffers                                 0                  0
gates resized                               81                 15
endpoints found under the setup margin      16                 14
-- metrics by stage --
step	setup WS [ps]	setup TNS [ps]	power [W]	hold slack, ps	util
after floorplan	360	0	0.0000209	464	-
after global placement	-683	-10420	0.0000716	1500	0.117
after detailed placement	-721	-10660	0.0000729	1530	0.117
after CTS	-82.2	-82.2	0.000115	780	0.149
after global routing	-28.4	-47.8	0.000131	810	0.148
final	-3.14	-3.14	0.000122	778	0.148
-- cell families after synthesis --
group | after synthesis | synth area share
AND/OR/NAND/NOR | 23 | 1.00
-- worst min path at each step --
stage	end
after CTS	F[7]
after global routing	F[15]
final	F[15]
-- layout by cell type, fill, tap and decap left out --
master and count:
buf_4 6, and2b_4 1, buf_8 3, clkdlybuf4s15_1 3, buf_2 9, and2b_2 1
nand2_1 9, and3b_2 2, buf_6 9, clkbuf_2 4, nand3_2 2, nor2_4 1
nand3_1 2, nor3b_4 1, nand2_2 3, and3_4 1
-- power breakdown --
part / internal [W] / switching [W] / total, W
clock: 0 / 0 / 0
combinational: 0.0000777 / 0.0000445 / 0.000122
sequential: 0 / 0 / 0
total: 0.0000777 / 0.0000445 / 0.000122
-- Yosys cell counts --
cell type and instances:
and2b_4 1, nor3b_2 1, nor2_1 1, nand2_1 12, and3b_1 2, nand3_1 4, and3_1 1, and2b_2 1
-- area by class of cell --
| type | instances | area (um^2) |
|---|---|---|
| fill | 391 | 2910 |
| timing repair buffer | 34 | 287 |
| multi-input combinational | 23 | 163 |
| tap | 46 | 57.6 |
-- layer usage --
layer  GRT usage  wire, um  part of all wire  vias up
li1            -         -                 -      148
met1      0.0336       424              0.40      136
met2      0.0514       529              0.50       14
met3     0.00909       102             0.097        0
met4           0         0                 0        0
met5           0         0                 0        -
Power figures rest on the tool's default switching activity, not on a simulated workload.
